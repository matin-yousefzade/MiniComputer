### config.mk
export PLATFORM = sky130hd
export DESIGN_NAME = MC_Controller
export DESIGN_NICKNAME = MC_Controller
export VERILOG_FILES = /design/flow/design.v
export SDC_FILE = /design/flow/constraint.sdc
export NUM_CORES = 4
export LEC_CHECK = 1
export CORE_UTILIZATION = 40
### constraint.sdc
current_design MC_Controller

set clk_period 3.0
set clk_io_pct 0.2

create_clock -name clk0 -period $clk_period [get_ports {Clk}]

set non_clock_inputs [all_inputs -no_clocks]
set_input_delay [expr $clk_period * $clk_io_pct] -clock clk0 $non_clock_inputs
set_output_delay [expr $clk_period * $clk_io_pct] -clock clk0 [all_outputs]
### design.v
module MC_Controller(input [7:0]Opcode,CIMWD,CIMRD,AIMRD,input [3:0]IPP,input Start,PAK,ETXF,XF,CReady,OCReady,VCHalfReady,VCReady,CPUReady,Clk,Rst,output reg [5:0]ps,output reg [3:0]ParIPP,output reg [1:0]ParTR,output reg Ready,InitCIMR,LdCIMR,InitETXF,LdETXF,InitXF,LdXF,ParIFR,LdIFR,LdTR,WCIM,RCIM,CCIM,InitCIM,ParLdCIM,WAIM,RAIM,CAIM,InitAIM,CIPP,InitIPP,ParLdIPP,CStart,OCStart,VCStart,CPUStart,AStart,InitAIM2);
  parameter [5:0]Idle=6'h0,Init1=6'h1,WriteText=6'h2,Init2=6'h3,Partition=6'h4,Init3=6'h5,ReadLabel=6'h6,WriteLabel=6'h7,Init10=6'h8,Init11=6'h9;
  parameter [5:0]ReadOpcode=6'hA,WriteOpcode=6'hB,Init12=6'hC,SendChar1=6'hD,WaitForReady1=6'hE,ExtraCount=6'hF,Init4=6'h10,ReadChar=6'h11,WriteChar=6'h12;
  parameter [5:0]CheckFC1=6'h13,CheckFC2=6'h14,SendChar2=6'h15,WaitForReady2=6'h16,Init6=6'h17,CheckFC3=6'h18,CheckFC4=6'h19,SendChar3=6'h1A,WaitForReady3=6'h1B;
  parameter [5:0]Init7=6'h1C,Init8=6'h1D,WaitForReady4=6'h1E,Init9=6'h1F,CheckFC5=6'h20,CheckFC6=6'h21,SendChar4=6'h22,WaitForReady5=6'h23,CPURun=6'h24;
  parameter [5:0]WaitForReady6=6'h25,Init5=6'h26,PreReading1=6'h27,PreReading2=6'h28,SelectPath=6'h29,WriteType=6'h2A,Init13=6'h2B;
  parameter [5:0]CheckFC7=6'h2C,CheckFC8=6'h2D,SendChar5=6'h2F,WaitForHalfReady=6'h30,Init14=6'h31,PreReading4=6'h32;
  parameter [5:0]SendChar6=6'h33,WaitForReady7=6'h34,VarCmpStart=6'h35;
  reg [5:0]ns;
  always @(ps,Opcode,CIMWD,CIMRD,AIMRD,IPP,Start,PAK,ETXF,XF,CReady,OCReady,VCHalfReady,VCReady,CPUReady) begin
    begin ns=Idle;{ParIPP,ParTR,Ready,InitCIMR,LdCIMR,InitETXF,LdETXF,InitXF,LdXF,ParIFR,LdIFR,LdTR,WCIM,RCIM,CCIM,InitCIM,ParLdCIM,WAIM,RAIM,CAIM,InitAIM,CIPP,InitIPP,ParLdIPP,CStart,OCStart,VCStart,CPUStart,AStart,InitAIM2}=34'h0; end
    case(ps)
      Idle:begin ns=Start?Init1:Idle;Ready=1; end
      Init1:begin ns=Start?Init1:WriteText;InitCIM=1;InitCIMR=1;AStart=1; end
      WriteText:begin ns=(CIMWD==8'h3)?Init2:WriteText;WCIM=PAK?1:0;CCIM=PAK?1:0; end
      Init2:begin ns=PreReading1;ParLdCIM=1;InitIPP=1;InitAIM2=1;InitETXF=1;InitXF=1; end
      PreReading1:begin ns=Partition;RCIM=1;CCIM=1; end
      Partition:begin ns=(CIMRD==8'h3 | CIMRD==8'hA |  CIMRD==8'h20)?Init10:(CIMRD==8'h3A)?Init3:Partition;RCIM=1;CCIM=1; end
      Init3:begin ns=ReadLabel;ParLdCIM=1;InitAIM=1; end
      Init10:begin ns=Init11;ParLdCIM=1;InitAIM=1; end
      ReadLabel:begin ns=WriteLabel;RCIM=1;CCIM=1; end
      WriteLabel:begin ns=(CIMRD==8'h3A)?Init11:ReadLabel;WAIM=(CIMRD!=8'h3A)?1:0;CAIM=1; end
      Init11:begin ns=ReadOpcode;InitAIM=1;CIPP=1; end
      ReadOpcode:begin ns=WriteOpcode;RCIM=1;CCIM=1; end
      WriteOpcode:begin ns=(CIMRD==8'h3 | CIMRD==8'hA | CIMRD==8'h20)?Init12:ReadOpcode;CAIM=1;WAIM=(CIMRD!=8'h3 & CIMRD!=8'hA & CIMRD!=8'h20)?1:0;LdXF=(CIMRD==8'h20)?1:0;LdETXF=(CIMRD==8'h3)?1:0;LdCIMR=(CIMRD==8'hA)?1:0; end
      Init12:begin ns=PreReading2;InitAIM=1;OCStart=1; end
      PreReading2:begin ns=SendChar1;RAIM=1;CAIM=1; end
      SendChar1:begin ns=(AIMRD==8'h0)?WaitForReady1:SendChar1;RAIM=1;CAIM=1; end
      WaitForReady1:begin ns=(OCReady==1 & XF==1)?ExtraCount:(OCReady==1 & XF==0)?SelectPath:WaitForReady1; end
      ExtraCount:begin ns=Init4;CIPP=((8'h40<=Opcode & Opcode<=8'h49) | Opcode==8'h82 | Opcode==8'h83 | Opcode==8'h84)?1:0; end
      Init4: begin ns=ReadChar;InitAIM=1;CIPP=1; end
      ReadChar: begin ns=WriteChar;RCIM=1;CCIM=1; end
      WriteChar: begin ns=(CIMRD==8'h3 | CIMRD==8'hA)?SelectPath:(CIMRD==8'h20)?Init4:ReadChar;CAIM=1;WAIM=(CIMRD!=8'h3 & CIMRD!=8'hA & CIMRD!=8'h20)?1:0;LdETXF=(CIMRD==8'h3)?1:0;LdCIMR=(CIMRD==8'hA)?1:0; end
      SelectPath:begin ns=(Opcode==8'h82 | Opcode==8'h83 | Opcode==8'h84)?WriteType:Init5; end
      Init5:begin ns=CheckFC1;InitIPP=1;InitAIM=1; end
      CheckFC1: begin ns=CheckFC2;RAIM=1; end
      CheckFC2: begin ns=(AIMRD!=8'h0)?SendChar2:Init6;CStart=(AIMRD!=8'h0)?1:0; end
      SendChar2: begin ns=(AIMRD==8'h0)?WaitForReady2:SendChar2;RAIM=1;CAIM=1; end
      WaitForReady2: begin ns=CReady?Init6:WaitForReady2; end
      Init6: begin ns=CheckFC3;ParIPP=4'h3;ParLdIPP=1;InitAIM=1; end
      CheckFC3: begin ns=CheckFC4;RAIM=1; end
      CheckFC4: begin ns=(AIMRD!=8'h0)?SendChar3:Init8;CStart=(AIMRD!=8'h0)?1:0; end
      SendChar3: begin ns=(AIMRD==8'h0)?WaitForReady3:SendChar3;RAIM=1;CAIM=1; end
      WaitForReady3: begin ns=CReady?Init7:WaitForReady3; end
      Init7: begin ns=(IPP==4'hF)?Init8:CheckFC3;CIPP=1;InitAIM=1; end
      Init8: begin ns=WaitForReady4;ParIPP=4'h1;ParLdIPP=1;CStart=1; end
      WaitForReady4: begin ns=CReady?Init9:WaitForReady4; end
      Init9: begin ns=CheckFC5;CIPP=1;InitAIM=1; end
      CheckFC5: begin ns=CheckFC6;RAIM=1; end
      CheckFC6: begin ns=(AIMRD==8'h0 & ETXF==0)?Init2:(AIMRD==8'h0 & ETXF==1)?CPURun:SendChar4;CStart=(AIMRD!=8'h0)?1:0; end
      SendChar4: begin ns=(AIMRD==8'h0)?WaitForReady5:SendChar4;RAIM=1;CAIM=1; end
      WaitForReady5: begin ns=(CReady==1 & ETXF==0)?Init2:(CReady==1 & ETXF==1)?CPURun:WaitForReady5; end
      WriteType: begin ns=Init13;ParTR=(Opcode==8'h82)?2'h1:(Opcode==8'h83)?2'h2:(Opcode==8'h84)?2'h3:2'h0;LdTR=1; end
      Init13: begin ns=CheckFC7;ParIPP=4'h4;ParLdIPP=1;InitAIM=1; end
      CheckFC7: begin ns=CheckFC8;RAIM=1; end
      CheckFC8: begin ns=(AIMRD!=8'h0)?VarCmpStart:Init14;ParIFR=(AIMRD!=8'h0)?1:0;LdIFR=1; end
      VarCmpStart:begin ns=SendChar5;VCStart=1; end
      SendChar5: begin ns=(AIMRD==8'h0)?WaitForHalfReady:SendChar5;RAIM=1;CAIM=1; end
      WaitForHalfReady: begin ns=VCHalfReady?PreReading4:WaitForHalfReady;ParIPP=4'h3;ParLdIPP=VCHalfReady?1:0;InitAIM=VCHalfReady?1:0; end
      Init14: begin ns=PreReading4;ParIPP=4'h3;ParLdIPP=1;InitAIM=1;VCStart=1; end
      PreReading4: begin ns=SendChar6;RAIM=1;CAIM=1; end
      SendChar6: begin ns=(AIMRD==8'h0)?WaitForReady7:SendChar6;RAIM=1;CAIM=1; end
      WaitForReady7: begin ns=(VCReady==1 & ETXF==0)?Init2:(VCReady==1 & ETXF==1)?CPURun:WaitForReady7; end
      CPURun: begin ns=WaitForReady6;CPUStart=1; end
      WaitForReady6: begin ns=CPUReady?Idle:WaitForReady6; end
      default:begin ns=Idle;{ParIPP,ParTR,Ready,InitCIMR,LdCIMR,InitETXF,LdETXF,InitXF,LdXF,ParIFR,LdIFR,LdTR,WCIM,RCIM,CCIM,InitCIM,ParLdCIM,WAIM,RAIM,CAIM,InitAIM,CIPP,InitIPP,ParLdIPP,CStart,OCStart,VCStart,CPUStart,AStart,InitAIM2}=34'h0; end
    endcase
  end
  always @(posedge Clk,posedge Rst) begin
   if (Rst) ps<=Idle;
   else ps<=ns;
  end
endmodule
### run.sh
#!/bin/bash
# OpenROAD 26Q1-2900-gdf79404cd8, Yosys 0.63+post, stock flow scripts
make -C /OpenROAD-flow-scripts/flow DESIGN_CONFIG=/design/flow/config.mk WORK_HOME=/design/flow/orfs finish
==> out/summary.json <==
{
  "grt_max_degree": {"value": 44},
  "finClkSkew": {"value": 0.001648, "unit": "ns"},
  "grt_pass1_vias": {"value": 2967},
  "openroad.warnings": {"value": 26},
  "synth_area_per_cell": {"value": 6.526, "unit": "µm²"},
  "timing.final.setup_violations": {"value": 0},
  "power_frac_clock": {"value": 4.4, "unit": "%"},
  "ctsHtreeMaxLevel": {"value": 1},
  "chip_area": {"value": 6133, "unit": "µm²"},
  "total_count_of_hold_check_failures_in_the_final_report": {"value": 0},
  "ys_cells": {"value": 357},
  "critPathSlowestCell": {"value": "sky130_fd_sc_hd__clkdlybuf4s50_1"},
  "max-vdd-ir-drop": {"value": 0.4638, "unit": "mV"},
  "cts.hold.buffers_added": {"value": 0},
  "synth-warning-count": {"value": 1},
  "root_buffer": {"value": "sky130_fd_sc_hd__clkbuf_8"},
  "detail_route.first_pass.iterations": {"value": 5},
  "timing.critical_path.from_type": {"value": "input pin"},
  "number_of_enable_type_register_cells_in_the_synthesized_netlist": {"value": 0},
  "power_switching": {"value": 1.569, "unit": "mW"},
  "p_total": {"value": 2.909, "unit": "mW"},
  "layout_top_registers": {"value": "ps (6)"},
  "dp.cells": {"value": 518},
  "wire_length_of_the_first_global_routing_pass": {"value": 15.84, "unit": "mm"},
  "yosys_area": {"value": 2330, "unit": "µm²"},
  "run_status": {"value": "finished clean"},
  "postSynthCellCount": {"value": 357},
  "yosys.stat.seqShare": {"value": 6.445, "unit": "%"},
  "portBuffers": {"value": 85},
  "placed_area": {"value": 3354, "unit": "µm²"},
  "clkSinkCount": {"value": 6},
  "pwr_density_cell": {"value": 845.0, "unit": "nW/µm²"},
  "floorplan.core_area": {"value": 5574, "unit": "µm²"},
  "worst_path_dominant_cell_family": {"value": "buffers and inverters"},
  "dpl_worst_slack": {"value": 0.05362, "unit": "ns"},
  "syn2layout_area_growth": {"value": 47.80, "unit": "%"},
  "initial_antenna_violation_count": {"value": 0},
  "cts-buffers-inserted": {"value": 3},
  "registers.top_by_ff_count": {"value": "ps"},
  "place.gp.congestion": {"value": 1.012},
  "holdWs": {"value": 0.6250, "unit": "ns"},
  "synth-seq-cells": {"value": 6},
  "yosysUniqueCellTypes": {"value": 73},
  "clock_tree.buffer_depth": {"value": 2},
  "cp-end-kind": {"value": "output port"},
  "tritoncts_clock_tree": {"value": "yes"},
  "cp_cell_instances": {"value": "clkdlybuf4s50_1 > nand4b_1 > or4_4 > a32o_1 > clkdlybuf4s50_1"},
  "syn_area": {"value": 2330, "unit": "µm²"},
  "final_antenna_net_count": {"value": 0},
  "combinationalPowerShare": {"value": 88.7, "unit": "%"},
  "post-route-cell-area": {"value": 3443, "unit": "µm²"},
  "pwr-share-seq": {"value": 6.9, "unit": "%"},
  "clk_pin_slew_worst_paths": {"value": 0.04, "unit": "ns"},
  "drtIter0Drc": {"value": 420},
  "drv.max_cap_violation_count": {"value": 0},
  "critical_path_required": {"value": 2.40, "unit": "ns"},
  "top_cells_by_area": {"value": "sky130_fd_sc_hd__a21oi_1 6.4%, sky130_fd_sc_hd__dfrtp_1 6.4%, sky130_fd_sc_hd__nor2_1 5.6%"},
  "detail_route.wirelength": {"value": 10.30, "unit": "mm"},
  "netSwitchingFraction": {"value": 53.93, "unit": "%"},
  "leakage_dissipation": {"value": 1.232, "unit": "nW"},
  "worstHoldPathType": {"value": "in2async"},
  "crit_arrival": {"value": 2.36, "unit": "ns"},
  "largest_register_ff_count": {"value": 6},
  "hpwlAfterDp": {"value": 7.773, "unit": "mm"},
  "wire_per_inst": {"value": 19.77, "unit": "µm"},
  "route.antenna.diode_count": {"value": 0},
  "synth-main-ff-cell": {"value": "sky130_fd_sc_hd__dfrtp_1"},
  "worst_path_most_repeated_cell": {"value": "sky130_fd_sc_hd__clkdlybuf4s50_1"},
  "max_freq": {"value": 338.2, "unit": "MHz"},
  "post_detailed_route_via_to_cell_ratio": {"value": 6.509},
  "final-instance-count-excl-fill": {"value": 521},
  "post-route-period-util": {"value": 98.57, "unit": "%"},
  "finalWorstSetupSlack": {"value": 0.04283, "unit": "ns"},
  "floorplanUtilization": {"value": 41.80, "unit": "%"},
  "die.size.y": {"value": 78.32, "unit": "µm"},
  "detailroute.via_count": {"value": 3391},
  "grtUsageTotal": {"value": 33.88, "unit": "%"},
  "netlist.area_leader.share": {"value": 6.445, "unit": "%"},
  "timing.final.max_slew_violations": {"value": 0},
  "layout-drive-gt1-share": {"value": 15.59, "unit": "%"},
  "drcViolationCount": {"value": 0},
  "timing_worst_setup_path_type": {"value": "in2out"},
  "timing.critical_path.slowest_cell_delay": {"value": 0.58, "unit": "ns"},
  "clk-insertion-delay-late": {"value": 0.23, "unit": "ns"},
  "die_w": {"value": 78.32, "unit": "µm"},
  "top_level_ports": {"value": 87},
  "sum_of_buffers_and_inverters_on_the_critical_path": {"value": 2},
  "postSynth.asyncResetShare": {"value": 100.0, "unit": "%"},
  "min_period": {"value": 2.957, "unit": "ns"},
  "worst-path-max-fanout": {"value": 5},
  "placementRows": {"value": 27},
  "globalRouteOverflowTotal": {"value": 0},
  "internal_power": {"value": 1.340, "unit": "mW"},
  "synthDominantAreaCellType": {"value": "sky130_fd_sc_hd__a21oi_1"}
}
-- kinds of logic (layout without fill, tap and decap cells) --
family	after synthesis	after routing	share of synthesized area (%)
AOI/OAI and AO/OA	111	111	32.44
xor gates and xnor gates	2	2	0.7520
buffers and inverters	47	139	12.94
muxes	3	3	1.289
and+or+nand+nor	187	187	45.97
other	1	1	0.1610
DFF	6	6	6.445
-- cells in the mapped netlist (all sizes together) (2+ instances only) --
master	number
o41ai	2
a31oi	4
inv	5
a32o	2
nand2	31
nor3b	6
nand3	15
nor2	35
o31ai	4
o21ai	15
a211oi	4
and4b	2
clkbuf	8
o32ai	4
nor3	16
nor4b	3
mux2i	3
a21oi	30
and3	4
a32oi	4
a22oi	6
or2	4
nor4bb	3
a311o	2
buf	33
or2b	4
and2b	2
nand4bb	2
nand2b	15
o22ai	13
nand4b	2
nor4	9
o32a	2
or4	2
nor2b	15
dfrtp	6
and2	3
nand4	10
o211ai	6
-- power by group through the flow --
stage	registers, mW	logic (mW)	clock network [mW]
CTS	0.191	2.48	0.128
finish	0.200	2.58	0.128
global route	0.202	2.75	0.134
-- area by class of cell --
| cell class | count | area, µm² |
|---|---|---|
| multi-input combinational | 304 | 1919 |
| clock buffer | 3 | 41.29 |
| inverter | 6 | 22.52 |
| sequential | 6 | 151.4 |
| tap | 72 | 90.09 |
| timing repair buffer | 130 | 1219 |
| fill | 507 | 2131 |
-- cells in the final DEF (no fill, tap or decap), drive strengths merged, types with 5 or more instances in the layout --
cell / synthesis / final
clkdlybuf4s50: 0 / 83
buf: 33 / 45
nor2: 35 / 35
nand2: 31 / 31
a21oi: 30 / 30
nor3: 16 / 16
o21ai: 15 / 15
nand3: 15 / 15
nor2b: 15 / 15
nand2b: 15 / 15
o22ai: 13 / 13
nand4: 10 / 10
nor4: 9 / 9
o211ai: 6 / 6
a22oi: 6 / 6
nor3b: 6 / 6
dfrtp: 6 / 6
inv: 5 / 5
-- layer usage --
layer,wire length [µm],vias up,GRT usage (%)
met5,0,-,0
met1,4430,1556,51.09
met2,4399,248,50.18
met4,272,0,5.741
met3,1198,39,7.202
li1,-,1548,-
-- metrics by stage --
step | utilization (%) | TNS, ns
after floorplan | - | 0
after global placement | 60.18 | 0
after detailed placement | 60.18 | 0
after CTS | 60.92 | 0
after global routing | 61.77 | -0.03231
final | 61.77 | 0
-- timing repair --
| item | in CTS | in global routing |
|---|---|---|
| setup buffers | 0 | 0 |
| setup endpoints to repair | 0 | 10 |
| resized | 0 | 11 |
| endpoints found under the hold margin | 0 | 0 |
-- worst paths after layout --
kind / start / to / slack (ns) / depth (start not counted)
min in group clk0: ps[0]$_DFF_PP0_ / ps[5]$_DFF_PP0_ / 0.74 / 2
worst min register to register: ps[0]$_DFF_PP0_ / ps[5]$_DFF_PP0_ / 0.74 / 2
worst max-delay path: CIMRD[5] / WAIM / 0.04 / 5
worst max register to register: ps[0]$_DFF_PP0_ / ps[5]$_DFF_PP0_ / 0.74 / 8
worst min-delay path: Rst / ps[1]$_DFF_PP0_ / 0.62 / 2
max in group asynchronous: Rst / ps[0]$_DFF_PP0_ / 2.12 / 2
-- worst reg2reg max path: stages (launching register included) --
cell and delay (ns):
sky130_fd_sc_hd__dfrtp_2 0.50, sky130_fd_sc_hd__buf_4 0.31, sky130_fd_sc_hd__nor2_1 0.12, sky130_fd_sc_hd__buf_4 0.20
sky130_fd_sc_hd__a22oi_1 0.24, sky130_fd_sc_hd__nor3b_1 0.10, sky130_fd_sc_hd__a2111oi_1 0.36, sky130_fd_sc_hd__buf_4 0.21
sky130_fd_sc_hd__nand4_1 0.09
No activity file was given, so power comes from the tool's default toggle rates.
