--- design/flow/design.v ---
module IOAC_Controller(input [7:0]InsPart,Opcode,input [7:0]FC,input [3:0]IPP,input Start,SNReady,VMReady,Clk,Rst,output reg [2:0]SMode,output reg [1:0]SIns,output reg Ready,SNStart,VMStart,LdFC,LdSC,LdIns,LdSR,GiveIns);
 parameter [3:0]Idle=4'h0,Init=4'h1,LoadFC=4'h2,LoadSC=4'h3,LoadTC=4'h4,Compile=4'h5,LoadIns=4'h6,GiveIns1=4'h7,GiveIns2=4'h8,GiveIns3=4'h9;
 reg [3:0]ps,ns;
 always @(ps,FC,Start,SNReady,VMReady) begin
   begin ns=Idle;{SIns,Ready,SNStart,VMStart,LdFC,LdSC,LdIns,LdSR,SMode,GiveIns}=11'h0; end
   case(ps)
     Idle:begin ns=Start?Init:Idle;Ready=1; end
     Init:begin ns=Start?Init:LoadFC; end
     LoadFC:begin ns=LoadSC;LdFC=1;LdSR=1; end
     LoadSC:begin ns=LoadTC;LdSC=(FC==8'h4D)?1:0;SNStart=(FC==8'h52 | FC==8'h49)?1:0;VMStart=(FC==8'h56 | FC==8'h4C)?1:0;LdSR=1; end
     LoadTC:begin ns=Compile;SNStart=(FC==8'h4D)?1:0;LdSR=1; end
     Compile:begin ns=(((FC==8'h52 | FC==8'h4D | FC==8'h49) & SNReady==1) | ((FC==8'h56 | FC==8'h4C) & VMReady==1))?LoadIns:Compile;LdSR=1; end
     LoadIns:begin ns=GiveIns1;SMode=(IPP>=4'h3 & FC==8'h52)?3'h0:(IPP>=4'h3 & FC==8'h4D)?3'h1:(IPP>=4'h3 & FC==8'h49)?3'h2:(IPP>=4'h3 & (FC==8'h56 | FC==8'h4C))?3'h3:(IPP==4'h2 & FC==8'h52)?3'h4:(IPP==4'h2 & FC==8'h4D)?3'h5:(IPP==4'h2 & (FC==8'h56 | FC==8'h4C))?3'h6:3'h7;LdIns=1; end
     GiveIns1:begin ns=GiveIns2;SIns=2'h0;GiveIns=((IPP>=4'h3 & (FC==8'h52 | FC==8'h4D | FC==8'h49 | FC==8'h56 | FC==8'h4C)) | (IPP==4'h2 & (FC==8'h52 | FC==8'h4D | FC==8'h56 | FC==8'h4C)))?1:0; end
     GiveIns2:begin ns=GiveIns3;SIns=2'h1;GiveIns=((IPP>=4'h3 & (FC==8'h4D | FC==8'h49 | FC==8'h56 | FC==8'h4C)) | (IPP==4'h2 & (FC==8'h4D | FC==8'h56 | FC==8'h4C)))?1:0; end
     GiveIns3:begin ns=Idle;SIns=2'h2;GiveIns=((IPP>=4'h3 & (FC==8'h4D)) | (IPP>=4'h3 & (FC==8'h56 | FC==8'h4C) & Opcode!=8'h18 & Opcode!=8'h19) | (IPP==3'h2 & (FC==8'h4D | FC==8'h56 | FC==8'h4C)))?1:0; end
     default:begin ns=Idle;{SIns,Ready,SNStart,VMStart,LdFC,LdSC,LdIns,LdSR,SMode,GiveIns}=11'h0; end
   endcase
 end
 always @(posedge Clk,posedge Rst) begin
   if (Rst) ps<=Idle;
   else ps<=ns;
  end
endmodule
--- design/flow/constraint.sdc ---
current_design IOAC_Controller

set clk_period 2.8
set clk_io_pct 0.2

create_clock -name clk0 -period $clk_period [get_ports {Clk}]

set non_clock_inputs [all_inputs -no_clocks]
set_input_delay [expr $clk_period * $clk_io_pct] -clock clk0 $non_clock_inputs
set_output_delay [expr $clk_period * $clk_io_pct] -clock clk0 [all_outputs]
--- design/flow/config.mk ---
export PLATFORM = sky130hd
export DESIGN_NAME = IOAC_Controller
export DESIGN_NICKNAME = IOAC_Controller
export VERILOG_FILES = /design/flow/design.v
export SDC_FILE = /design/flow/constraint.sdc
export NUM_CORES = 4
export LEC_CHECK = 1
export CORE_AREA = 10 10 85 85
export DIE_AREA = 0 0 95 95
--- design/flow/run.sh ---
#!/bin/bash
# OpenROAD 26Q1-2900-gdf79404cd8, Yosys 0.63+post, stock flow scripts
make -C /OpenROAD-flow-scripts/flow DESIGN_CONFIG=/design/flow/config.mk WORK_HOME=/design/flow/orfs finish
==> summary.log <==
INFO  outcome        result_of_the_run=complete, no violations
INFO  sta            setup_viol=0
INFO  global_routing grt-ovfl-total=0
INFO  run            tool_warnings=34
INFO  power          p_clk_share=41.7%
INFO  yosys          postSynthRegisterBits=10
INFO  place          gp_congestion=0.817
INFO  drt            post-route-drc-count=0
INFO  setup_path     criticalPathCategory=in -> out
INFO  yosys          ys_async_sr_fraction=100%
INFO  layout         final_layout_size_suffix_gt1_share=29.5%
INFO  clocking       tritoncts_clock_tree=built
INFO  drt            post_drt_wl_per_cell=11.4µm
INFO  setup_path     critical_path.startpoint_type=input port
INFO  run            drv.max_cap_violation_count=0
INFO  setup_path     timing.critical_path.cells=dlygate4sd2_1 > or3b_4 > or3_4 > buf_4 > o21ai_1 > a21oi_1 > dlygate4sd2_1
INFO  floorplanning  design.die.area=9030µm²
INFO  setup_path     critical_path.top_delay_family=simple AND/OR/NAND/NOR gates
INFO  clocking       clk_pin_slew_worst_paths=40ps
INFO  yosys          netlist_instances=70
INFO  drt            drtPass1Iterations=2
INFO  global_routing grtUsageTotal=5.04%
INFO  drt            drt.antenna.violating_nets=0
INFO  setup_path     worst-r2r-cell-count=2
INFO  clocking       clkSinkCount=10
INFO  power          p_leak=0.582nW
INFO  worst_hold_path hold_start=ps[9]
INFO  power          pwr_density_cell=316nW/µm²
INFO  power          total_power_after_layout=416µW
INFO  drt            drtIter0Drc=25
INFO  sta            post-route-period-util=97.6%
INFO  power          netSwitchingPower=84.5µW
INFO  place          hpwl=1.91mm
INFO  setup_path     timing.critical_path.mode_cell=sky130_fd_sc_hd__dlygate4sd2_1
INFO  worst_hold_path whs_endpoint=ps[1]
INFO  yosys          synth.distinct_cells=38
INFO  yosys          yosys-top-cells-area=sky130_fd_sc_hd__dfrtp_1 (36%), sky130_fd_sc_hd__dfstp_2 (4.2%), sky130_fd_sc_hd__nor4_1 (4.0%)
INFO  yosys          aoi_share=24.0%
INFO  drt            vias_per_cell=3.68
INFO  yosys          yosys_warnings=1
INFO  floorplanning  std_cell_rows=27
INFO  setup_path     critPathMaxFanout=3
INFO  power          pwr-share-seq=36.8%
INFO  global_routing grt_pass1_vias=784
INFO  clocking       cts-root-to-sink-buffers=2
INFO  setup_path     ff2ff_setup_slack=2090ps
INFO  power          switching_share=20.3%
INFO  layout         layout-area-overhead-vs-synth=111%
INFO  drt            wirelength=2.29mm
INFO  place          port_buffers=36
INFO  setup_path     worstSetupPathDepth=7
INFO  layout         register_with_the_most_flip_flops=ps
INFO  layout         largest_register_ffs=10
INFO  layout         layout_top_registers=ps x10
INFO  global_routing grt_first_pass_wirelength=3.63mm
INFO  sta            grt_setup_unrepaired=false
INFO  floorplanning  fp.dieH=95µm
INFO  yosys          netlist_area=624µm²
INFO  yosys          yosys_area=624µm²
INFO  global_routing grt_antenna_before_repair=0
INFO  yosys          synth.mux.area_fraction=0%
INFO  clocking       cts_h_tree_lvls=1
INFO  power          power.internal=331µW
INFO  drt            antenna_cells=0
INFO  worst_hold_path hold-path-cell-count=0
INFO  setup_path     critPathRequiredTime=2240ps
INFO  global_routing grt_max_degree=11
INFO  sta            drv_slew=0
INFO  floorplanning  floorplan.io_pins=46
INFO  sta            final_hold_viol_count=0
INFO  setup_path     r2r-start=ps[0]
INFO  yosys          ys_top_logic_family=simple AND/OR/NAND/NOR gates
INFO  sta            max-slew-margin-rel=76.4%
INFO  sta            post-route-min-period=2730ps
INFO  yosys          synthXorXnorAreaFrac=0%
INFO  power          largest_vdd_supply_drop=0.260mV
INFO  yosys          yosys.area.top_type_share=36.1%
INFO  setup_path     worst_path_largest_cell_delay=410ps
INFO  floorplanning  floorplan.core_area=5470µm²
INFO  setup_path     crit-reg2reg-capture=ps[5]
INFO  sta            timing.setup.tns=0ps
INFO  floorplanning  initial_utilization=11.4%
INFO  sta            clock_tree_skew_after_final_layout=0.234ps
INFO  clocking       cts-buffers-inserted=3
INFO  yosys          edf_count=0
INFO  setup_path     cp_capture_type=primary output
INFO  worst_hold_path hp-class=reg -> reg
INFO  setup_path     cp.buffers_inverters=3
INFO  drt            vias=739
INFO  yosys          synth.cellmix.adderShare=0%
INFO  yosys          post_synth_and_or_nand_nor_area_fraction=30.7%
INFO  setup_path     critPathSlowestCell=sky130_fd_sc_hd__or3b_4
INFO  yosys          yosys-stat-cells=70
INFO  yosys          postSynth.topFlopCell=sky130_fd_sc_hd__dfrtp_1
INFO  clocking       clock_tree.root_cell=sky130_fd_sc_hd__clkbuf_8
INFO  yosys          largest_area_contributor_in_the_netlist=sky130_fd_sc_hd__dfrtp_1
INFO  setup_path     worstPathArrival=2170ps
INFO  yosys          postSynthAreaPerCell=8.92µm²
INFO  yosys          synth_seq_share=40.3%
INFO  power          p_comb_share=21.6%
INFO  floorplanning  die_width=95µm
INFO  sta            pin_slew_with_the_least_headroom_to_its_limit=354ps
INFO  sta            clock.fmax=366MHz
INFO  clocking       clock_latency=230ps
-- cells in the mapped netlist, types with 2 or more instances --
cell                       n
sky130_fd_sc_hd__nor3_1    2
sky130_fd_sc_hd__o21ai_0   3
sky130_fd_sc_hd__nand3_1   2
sky130_fd_sc_hd__nor3b_1   2
sky130_fd_sc_hd__dfrtp_1   9
sky130_fd_sc_hd__nand2_1   5
sky130_fd_sc_hd__clkbuf_1  3
sky130_fd_sc_hd__nor4_1    4
sky130_fd_sc_hd__nor2_1    5
sky130_fd_sc_hd__inv_1     4
sky130_fd_sc_hd__o22ai_1   2
sky130_fd_sc_hd__a21oi_1   3
-- final cells by class --
class	count	area, µm²
Clock buffer	4	55.1
Fill cell	616	4160
Timing Repair Buffer	59	522
Sequential cell	10	251
Inverter	4	15.0
Tap cell	72	90.1
Multi-Input combinational cell	52	382
-- routing by layer --
layer	up-vias	GRT usage (%)	share of wire (%)
met5	-	0	0
met2	28	7.72	42
met3	2	2.16	9.2
li1	385	-	-
met4	0	0.374	0.39
met1	324	6.74	48
-- power groups by stage --
| stage | logic (mW) | clock network, mW | registers (mW) |
|---|---|---|---|
| CTS | 0.0907 | 0.180 | 0.153 |
| global route | 0.0995 | 0.194 | 0.154 |
| finish | 0.0897 | 0.173 | 0.153 |
-- kinds of logic (layout without fill, tap and decap cells) --
logic type / count (synthesis) / count (layout)
and+or+nand+nor: 32 / 32
AOI/OAI and AO/OA: 20 / 20
DFF: 10 / 10
buffers and inverters: 8 / 67
-- worst max-delay path by stage --
stage,start,end,slack (ps)
final,FC[5],SMode[2],70
after global routing,FC[5],SMode[2],9
after CTS,FC[3],GiveIns,8
-- through the flow --
| stage | cells | worst slack, ps | instance area (µm²) | util [%] | hold slack [ps] |
|---|---|---|---|---|---|
| 2_1_floorplan | 70 | 547 | 624 | - | 346 |
| 3_3_place_gp | 191 | -488 | 1190 | 21.7 | 402 |
| 3_5_place_dp | 191 | -477 | 1190 | 21.7 | 402 |
| 4_1_cts | 201 | 8.11 | 1310 | 23.9 | 412 |
| 5_1_grt | 201 | 8.80 | 1320 | 24.0 | 428 |
| 6_report | 201 | 66.9 | 1320 | 24.0 | 407 |
-- layout by cell type, fill, tap and decap left out, drive strengths merged, types with 2 or more instances in the layout --
cell           instances
buf                   24
clkdlybuf4s50         23
dlygate4sd2           10
dfrtp                  9
nor2                   5
nand2                  5
clkbuf                 5
inv                    4
nor4                   4
a21oi                  4
o21ai                  3
or3b                   2
nor3b                  2
nand3                  2
or3                    2
nor3                   2
o22ai                  2
and2                   2
-- worst register-to-register path, stage by stage, from the launching register on --
cell and delay, ps:
sky130_fd_sc_hd__dfstp_2 540, sky130_fd_sc_hd__nor2_1 40, sky130_fd_sc_hd__nor2_1 70
-- what timing repair did --
item,in CTS,in global routing
hold buffers,0,0
gates resized,22,6
endpoints found under the setup margin,7,3
pin swaps,10,6
buffers inserted,6,0
No activity file was given, so power comes from the tool's default toggle rates.
