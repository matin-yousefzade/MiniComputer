## ./config.mk

```make
export PLATFORM = sky130hd
export DESIGN_NAME = Mux_3s_32b
export DESIGN_NICKNAME = Mux_3s_32b
export VERILOG_FILES = /design/flow/design.v
export SDC_FILE = /design/flow/constraint.sdc
export NUM_CORES = 4
export LEC_CHECK = 1
export CORE_AREA = 10 10 120 120
export DIE_AREA = 0 0 130 130
```

## ./constraint.sdc

```tcl
current_design Mux_3s_32b

set clk_period 5.8
set clk_io_pct 0.2

create_clock -name clk0 -period $clk_period

set non_clock_inputs [all_inputs -no_clocks]
set_input_delay [expr $clk_period * $clk_io_pct] -clock clk0 $non_clock_inputs
set_output_delay [expr $clk_period * $clk_io_pct] -clock clk0 [all_outputs]
```

## ./design.v

```verilog
module Mux_3s_32b(input [31:0]A,B,C,D,E,F,G,H,input [2:0]s,output reg [31:0]W);
  always @(A,B,C,D,E,F,G,H,s) begin
    W=32'h0;
    case(s)
      3'h0:W=A;
      3'h1:W=B;
      3'h2:W=C;
      3'h3:W=D;
      3'h4:W=E;
      3'h5:W=F;
      3'h6:W=G;
      3'h7:W=H;
      default:W=32'h0;
    endcase
  end
endmodule
module Mux_2s_32b(input [31:0]A,B,C,D,input [1:0]s,output reg [31:0]W);
  always @(A,B,C,D,s) begin
    W=32'h0;
    case(s)
      2'h0:W=A;
      2'h1:W=B;
      2'h2:W=C;
      2'h3:W=D;
      default:W=32'h0;
    endcase
  end
endmodule
module Mux_2s_16b(input [15:0]A,B,C,D,input [1:0]s,output reg [15:0]W);
  always @(A,B,C,D,s) begin
    W=16'h0;
    case(s)
      2'h0:W=A;
      2'h1:W=B;
      2'h2:W=C;
      2'h3:W=D;
      default:W=16'h0;
    endcase
  end
endmodule
module Mux_2s_8b(input [7:0]A,B,C,D,input [1:0]s,output reg [7:0]W);
  always @(A,B,C,D,s) begin
    W=8'h0;
    case(s)
      2'h0:W=A;
      2'h1:W=B;
      2'h2:W=C;
      2'h3:W=D;
      default:W=8'h0;
    endcase
  end
endmodule
module Mux_2s_4b(input [3:0]A,B,C,D,input [1:0]s,output reg [3:0]W);
  always @(A,B,C,D,s) begin
    W=4'h0;
    case(s)
      2'h0:W=A;
      2'h1:W=B;
      2'h2:W=C;
      2'h3:W=D;
      default:W=4'h0;
    endcase
  end
endmodule
module Mux_1s_32b(input [31:0]A,B,input s,output [31:0]W);
  assign W=s?B:A;
endmodule
module Mux_1s_16b(input [15:0]A,B,input s,output [15:0]W);
  assign W=s?B:A;
endmodule
module Mux_1s_8b(input [7:0]A,B,input s,output [7:0]W);
  assign W=s?B:A;
endmodule
module Mux_1s_5b(input [4:0]A,B,input s,output [4:0]W);
  assign W=s?B:A;
endmodule
module Mux_1s_3b(input [2:0]A,B,input s,output [2:0]W);
  assign W=s?B:A;
endmodule
module Mux_1s_2b(input [1:0]A,B,input s,output [1:0]W);
  assign W=s?B:A;
endmodule
```

## ./run.sh

```bash
#!/bin/bash
# OpenROAD 26Q1-2900-gdf79404cd8, Yosys 0.63+post, stock flow scripts
make -C /OpenROAD-flow-scripts/flow DESIGN_CONFIG=/design/flow/config.mk WORK_HOME=/design/flow/orfs finish
```

==> notes.md <==
yosys + openroad results -> startpoint types=primary input, crit path DRT=4640 ps, num rows=40, CP Class=in2out, drt first pass iters=5, crit path max fanout=56, Max-area cell share=0.1773, WL/cell=between 20 and 25 microns, Pwr Density=72.44 mW/mm^2, Core Box Area=about 0.012 sq mm, mapped cell area=0.002245 sq mm, Chip Area=roughly 0.017 sq mm, DP Area=0.005166 sq mm, FF+latch area=0 sq um, largest net degree at the start of global routing=69, share of layout cells above drive strength 1=0.1237, global route overflow=0, Seq cells=0, Top area cell types=a22oi_1, mux2_2, a21bo_2, nand2b_1, o211ai_1, total tool warning count=32, sequential element share of the synthesized area=0, outcome=finished clean, DRC Markers=0, total power draw=~0.37 mW, Die Width=130 microns, post-synth top area cell=a22oi_1, worst min path class=in2out, Fin. Hold Viols=0, yosys warns=1, Cell variety after synth=29, post-CTS setup repair buffer count=0, Layout area overhead=130.3%, Slew Limit Fails=0, fillcell total=1199, Setup-failing EPs final=0, # resized after CTS=0, arrival time of the worst setup path=between 3000 and 4000 ps, Chip Height=between 100 and 150 microns, worst slew pin tran=665.6 ps, fmax=approximately 220 MHz, Antenna Nets Post-Route=0, Setup TNS Final=0 ps, post-route clock period utilization=0.7798, Ports=291, # Cells Yosys=between 300 and 400, Vias per Instance=slightly below 5, number of global-route vias before repair=3773, RSZ-0062 raised after global routing=false, leakage power=1.851 nW, routability cong.=0.8606, post-cts hold buffer count=0, Initial Util=0.1884, first-pass GRT wire length=21290 microns, Clock Buffer Count=0, Syn Inst Count=approximately 300, final WL=14680 microns, total of max-cap violations=0, # port buffers=291, antenna violations before repair=1, VDD IR max=26.52 uV, YS chip area=0.002245 sq mm, all-layer global routing usage=0.1608, violation count after the first detailed-route iteration=180, fin area=~0.0052 sq mm, endpoint class of the critical path=output port, Slew headroom=0.5563, Via Count=3521, Tmin final=between 4000 and 5000 ps, syn avg cell area=7.335 sq um, hpwl dp=between 10000 and 15000 microns
[final cells by class]
| type | count | area [sq um] | share of cell area |
|---|---|---|---|
| inverter | 3 | 11.26 | 0.002179 |
| timing repair buffer | 299 | 2960 | 0.5727 |
| multi-input combinational | 264 | 2011 | 0.3890 |
| tap | 147 | 183.9 | 0.03558 |
| antenna | 1 | 2.502 | 0.0004841 |
[critical path, stage by stage]
cell and delay, ps:
buf_4 480, and3b_1 620, buf_4 330, a22oi_1 120, a31oi_1 140, clkdlybuf4s50_1 500
[power by group]
| part | leakage, nW | switching (mW) | internal, mW |
|---|---|---|---|
| sequential | 0 | 0 | 0 |
| combinational | 1.85 | 0.108 | 0.267 |
| clock | 0.00000634 | 0 | 0.0000000230 |
[final timing paths]
path / startpoint / endpoint / slack, ps / depth (start not counted)
min: s[0] / W[27] / 3240 / 4
max: s[1] / W[28] / 1280 / 6
[through the flow]
stage,hold slack [ps],setup WS [ps],cells,util
2_1_floorplan,2398,2540,306,-
3_3_place_gp,3263,1268,713,0.4337
3_5_place_dp,3250,1240,713,0.4337
4_1_cts,3250,1244,713,0.4337
5_1_grt,3279,1099,714,0.4339
6_report,3238,1277,714,0.4339
[Yosys cell counts, types with 5 or more instances]
library cell  count
nand2b_1         32
nor2_1           29
buf_2            26
mux2_2           28
a22oi_1          53
nand2_1          11
o211ai_1         25
a21bo_2          25
a31oi_1          27
mux2i_1           6
clkbuf_1          5
[metal layers]
metal / share of wire / vias to the layer above / GRT usage
met2: 0.50 / 199 / 0.2917
li1: - / 1721 / -
met3: 0.11 / 12 / 0.05556
met5: 0 / - / 0
met1: 0.38 / 1589 / 0.1840
met4: 0.012 / 0 / 0.01455
[cells in the final DEF, fill, tap and decap left out, types with 9 or more instances in the layout]
| master | count |
|---|---|
| o211ai_1 | 25 |
| a31oi_1 | 27 |
| mux2_2 | 28 |
| a21bo_2 | 25 |
| clkdlybuf4s50_1 | 288 |
| buf_4 | 9 |
| nand2b_1 | 32 |
| a22oi_1 | 53 |
| nor2_1 | 28 |
| nand2_1 | 11 |
[cells by family after synthesis]
| family | count (synthesis) | share of synthesized area |
|---|---|---|
| AND-OR/OR-AND | 145 | 0.4994 |
| multiplexers | 37 | 0.1973 |
| buffers and inverters | 42 | 0.1076 |
| AND/OR/NAND/NOR | 82 | 0.1957 |
No activity file was given, so power comes from the tool's default toggle rates.
